==> /design/flow/design.v <==
module alu(
	input logic  [31:0] A,
	input logic  [31:0] B,
	input logic  [ 3:0] op,
	output logic [31:0] R,
	output logic zero
);
logic [31:0] mulls, mullu, mulhu, mulhs;
logic [ 4:0] shamt;
logic [31:0] shifted;
assign zero = R==32'd0 ? 1'b1 : 1'b0;
assign {mulhu, mullu}  = A*B;
assign {mulhs, mulls}  = $signed(A)*$signed(B);
assign shamt = B[4:0];
always_comb begin
	shifted = A;
	if (shamt[0]) shifted = {{1{A[31]}},shifted[31:1]};
	if (shamt[1]) shifted = {{2{A[31]}},shifted[31:2]};
	if (shamt[2]) shifted = {{4{A[31]}},shifted[31:4]};
	if (shamt[3]) shifted = {{8{A[31]}},shifted[31:8]};
	if (shamt[4]) shifted = {{16{A[31]}},shifted[31:16]};
end
assign R =
	(op == 4'b0000) ? A & B :
	(op == 4'b0001) ? A | B :
	(op == 4'b0010) ? A ^ B :
	(op == 4'b0011) ? A + B :
	(op == 4'b0100) ? A - B :
	(op == 4'b0101) ? mulls :
	(op == 4'b0110) ? mulhs :
	(op == 4'b0111) ? mulhu :
	(op == 4'b1000) ? A << shamt :
	(op == 4'b1001) ? A >> shamt :
	(op == 4'b1010) ? shifted :
	(op == 4'b1011) ? shifted :
	(op == 4'b1100) ? {31'b0, ($signed(A) < $signed(B))} :
	(op == 4'b1101) ? {31'b0, (A < B)} :
	(op == 4'b1110) ? {31'b0, (A < B)} : {31'b0, (A < B)};
endmodule
==> /design/flow/run.sh <==
#!/bin/bash
# OpenROAD 26Q1-2900-gdf79404cd8, Yosys 0.63+post, stock flow scripts
make -C /OpenROAD-flow-scripts/flow DESIGN_CONFIG=/design/flow/config.mk WORK_HOME=/design/flow/orfs finish
==> /design/flow/config.mk <==
export PLATFORM = sky130hd
export DESIGN_NAME = alu
export DESIGN_NICKNAME = alu
export VERILOG_FILES = /design/flow/design.v
export SDC_FILE = /design/flow/constraint.sdc
export NUM_CORES = 4
export LEC_CHECK = 1
export CORE_UTILIZATION = 40
==> /design/flow/constraint.sdc <==
current_design alu

set clk_period 41.6
set clk_io_pct 0.2

create_clock -name clk0 -period $clk_period

set non_clock_inputs [all_inputs -no_clocks]
set_input_delay [expr $clk_period * $clk_io_pct] -clock clk0 $non_clock_inputs
set_output_delay [expr $clk_period * $clk_io_pct] -clock clk0 [all_outputs]
==> changes_impl.md <==
### Physical design

- Status: finished, final reports clean
- Hold_sp: op[1]
- Area Growth Syn to Fin: 6.50%
- Die Height: approximately 390 µm
- Hold Path Class: in2out
- Iteration-0 DRC Markers: between 4,000 and 5,000
- Peak supply drop: 765 µV
- DR WL/cell: between 30 and 40 µm
- Yosys stat cell total: 7,272
- Log Warnings: ~98
- Sequential cell area: 0 µm²
- Die Size: about 160,000 µm²
- Sw frac: just under 70%
- # rows: 143
- Sw Pwr: 21.2 mW
- Aoi share: 11.3%
- Vias in the first global route: between 50,000 and 60,000
- Total length of routed wires: approximately 310 mm
- Pwr Density: roughly 480 nW/µm²
- Yosys Chip Area: 61,400 µm²
- Post-synth top area share: roughly 48%
- Port buffer count: ~100
- RSZ-0062 raised after global routing: no
- Seq/Total Area, Yosys: 0%
- Cycle use final: roughly 70%
- Hold Path Depth: 4
- Worst-Margin Slew: 1.29 ns
- Clock buffer count: 0
- Via count: approximately 54,000
- Cell area after synthesis: between 60,000 and 70,000 µm²
- Mux frac, synth: approximately 3.3%
- Synth Area in Simple Gates: 13.5%
- Crit path launch type: input pin
- Seq_cells: 0
- WS Path Type: in2out
- Syn Area/Cell: roughly 8.4 µm²
- GRT Total Usage: 43.5%
- Area leader, netlist: fa_1
- Final min period: between 20 and 30 ns
- Final hold viol count: 0
- Global placement routability congestion: approximately 1.1
- Synth area leaders: fa_1 (48%), inv_1 (10%), ha_1 (9.8%), nor2_1 (4.8%), nand2_1 (4.7%)
- Pwr Total: roughly 31 mW
- Logic area: ~54,000 µm²
- Pre-CTS setup slack: between 10 and 15 ns
- Post-DP HPWL: around 260 mm
- Core region area: around 150,000 µm²
- Share of post-route cells with drive strength above 1: around 5.4%
- Rel. slew slack: about 14%
- Initial antenna violation count: 35
- Global-route wire length before repair: 439 mm
- MaxCap Viol Count: 0
- Total grt overflow: 0
- Final WS setup: between 10 and 15 ns
- Achievable frequency: between 0.03 and 0.04 GHz
- Most common cell on crit path: fa_1
- Residual DRC: 0
- Pre-Repair DR Iteration Count: 5
- Max-slew violation count: 0
- Most numerous cell in the Yosys netlist: inv_1
- XOR/XNOR Fraction of Synth Area: around 1.3%
- I/O Pins: just over 100
- Lkg Pwr: 32.1 nW
- Largest net degree at the start of global routing: ~80
- Post-CTS Repair Setup Buffers: 0
- Mapped Cells: about 7,300
- Final setup fails: 0
- Final core utilization: 43.0%
- Hold Path End: R[25]
- Number of fill cells: approximately 15,000
- Antenna-violating nets left: 0
- WP data required: approximately 33 ns
- Via/cell ratio: 5.82
- Worst Path Arrival: about 21 ns
- Slowest CP cell: clkinv_1
- Die Span X: ~400 µm
- Setup crit end kind: primary output
- Maximum fanout along the worst path: 10
- Post-CTS Hold Buffers: 0
- Setup TNS: 0 ns
- Adders+Majority by Area: around 58%
- Most instantiated cells after synthesis: inv_1 (1,655), fa_1 (1,473), nor2_1 (786), nand2_1 (772), ha_1 (483)
- Internal Pwr Total: slightly below 10 mW
- Synth warnings: 1
- CTS resizes: 0
- FP Core Util: 40.3%
- Slowest cell delay on critical path: between 0.9 and 1 ns
- Cell Type Count: about 94
- Top non-seq family: adder cells
## layout make-up
| cell class | instances | share of cell area, % |
|---|---|---|
| tap | 2030 | 3.88 |
| timing repair buffer | 355 | 4.42 |
| multi-input combinational | 5210 | 82.0 |
| antenna | 22 | 0.0842 |
| inverter | 1679 | 9.63 |
## critical path: cells and delay by family
family / cells / cell delay, ns
adders and majority gates: 9 / 4.54
xor gates and xnor gates: 1 / 0.22
and+or+nand+nor: 6 / 2.75
AOI/OAI and AO/OA: 6 / 2.71
buffers and inverters: 6 / 2.40
## metal layers
layer | global-route usage [%] | vias up | wire length, µm
li1 | - | 22600 | -
met1 | 56.0 | 27500 | 112000
met2 | 60.6 | 3094 | 134000
met3 | 19.9 | 816 | 39100
met4 | 27.4 | 44 | 26800
met5 | 1.57 | - | 730
## cells in the final DEF, fill, tap and decap left out, types with 21 or more instances in the layout
cell | netlist | final
o21bai_1 | 21 | 21
clkinv_1 | 22 | 22
a31oi_1 | 41 | 41
mux2i_1 | 67 | 67
nand2b_1 | 25 | 25
a21oi_1 | 287 | 287
or3_1 | 21 | 21
mux2_2 | 34 | 34
nor4_1 | 36 | 36
and3_1 | 31 | 31
diode_2 | 0 | 22
o211ai_1 | 47 | 47
xnor2_1 | 56 | 56
o21a_1 | 27 | 27
o22ai_1 | 39 | 39
nor2_1 | 786 | 778
nand4_1 | 49 | 49
mux4_2 | 42 | 42
o31ai_1 | 27 | 27
ha_1 | 483 | 483
inv_1 | 1655 | 1652
a21o_1 | 59 | 59
clkdlybuf4s50_1 | 0 | 92
a211oi_1 | 56 | 56
fa_1 | 1473 | 1472
nand3_1 | 76 | 76
buf_4 | 2 | 255
nand2_1 | 772 | 772
o21ai_0 | 211 | 210
nor3_1 | 77 | 77
xor2_1 | 35 | 35
## logic make-up (layout without fill, tap and decap cells)
family / after synthesis / count (layout)
xor gates and xnor gates: 91 / 91
buffers and inverters: 2062 / 2034
AOI/OAI and AO/OA: 1054 / 1054
adders and majority gates: 1956 / 1956
and+or+nand+nor: 1966 / 1966
other: 0 / 22
muxes: 143 / 143
## metrics by stage
step,cells,hold slack [ns],area (µm²)
floorplan,7272,17.01,61400
global placement,9274,17.89,65400
detailed placement,9274,17.89,65400
CTS,9274,17.88,65400
global route,9280,17.92,65400
finish,9296,17.93,65400
## worst max path at each step
| stage | startpoint | end | slack, ns | cells past startpoint |
|---|---|---|---|---|
| 5_1_grt | A[13] | zero | 12.37 | 28 |
| 4_1_cts | A[13] | zero | 12.53 | 28 |
| 6_report | A[13] | zero | 12.32 | 28 |
No activity file was given, so power comes from the tool's default toggle rates.
