[config.mk]
export PLATFORM = sky130hd
export DESIGN_NAME = ControlUnit
export DESIGN_NICKNAME = ControlUnit
export VERILOG_FILES = /design/flow/design.v
export SDC_FILE = /design/flow/constraint.sdc
export NUM_CORES = 4
export LEC_CHECK = 1
export CORE_AREA = 10 10 99 99
export DIE_AREA = 0 0 109 109
[constraint.sdc]
current_design ControlUnit

set clk_period 2.0
set clk_io_pct 0.2

create_clock -name clk0 -period $clk_period

set non_clock_inputs [all_inputs -no_clocks]
set_input_delay [expr $clk_period * $clk_io_pct] -clock clk0 $non_clock_inputs
set_output_delay [expr $clk_period * $clk_io_pct] -clock clk0 [all_outputs]
[design.v]
module ControlUnit (input logic [6:0] funct7, 
	input logic [4:0] rs2, 
	input logic [4:0] rs1, 
	input logic [2:0] funct3,
	input logic [4:0] rd, 
	input logic [6:0] opcode, 
	input logic [19:0] imm20, 
	input logic [11:0] imm12, 
	input logic stall_EX, 
	output logic alusrc, 
	output logic regwrite, 
	output logic [1:0] regsel, 
	output logic [3:0] op, 
	output logic gpio_we, 
	output logic stall_FETCH, 
	output logic [1:0] pcsrc, 
	output logic [2:0] branch, 
	output logic x_EX
	);
always@(funct3 or funct7 or opcode) begin
	pcsrc = 2'b00;
	stall_FETCH = 1'b0;
	if(opcode == 7'b0110011) begin
		if (funct3 == 3'b000 && funct7 == 7'b0000000) begin  
			alusrc = 1'b0;
			regwrite = 1'b1;
			regsel = 2'b10;
			op = 4'b0011;
			gpio_we = 1'b0;
		end 
		else if (funct3 == 3'b000 && funct7 == 7'b0100000) begin  
			alusrc = 1'b0;
			regwrite = 1'b1;
			regsel = 2'b10;
			op = 4'b0100;
			gpio_we = 1'b0;	
		end 
		else if (funct3 == 3'b111 && funct7 == 7'b0000000) begin  
			alusrc = 1'b0;
			regwrite = 1'b1;
			regsel = 2'b10;
			op = 4'b0000;
			gpio_we = 1'b0;
		end 
		else if (funct3 == 3'b110 && funct7 == 7'b0000000) begin  
			alusrc = 1'b0;
			regwrite = 1'b1;
			regsel = 2'b10;
			op = 4'b0001;
			gpio_we = 1'b0;
		end 
		else if (funct3 == 3'b100 && funct7 == 7'b0000000) begin  
			alusrc = 1'b0;
			regwrite = 1'b1;
			regsel = 2'b10;
			op = 4'b0010;
			gpio_we = 1'b0;
		end 
		else if (funct3 == 3'b101 && funct7 == 7'b0000000) begin  
			alusrc = 1'b0;
			regwrite = 1'b1;
			regsel = 2'b10;
			op = 4'b1001;
			gpio_we = 1'b0;
		end 
		else if (funct3 == 3'b010 && funct7 == 7'b0000000) begin  
			alusrc = 1'b0;
			regwrite = 1'b1;
			regsel = 2'b10;
			op = 4'b1100;
			gpio_we = 1'b0;
		end 
		else if (funct3 == 3'b011 && funct7 == 7'b0000000) begin  
			alusrc = 1'b0;
			regwrite = 1'b1;
			regsel = 2'b10;
			op = 4'b1101;
			gpio_we = 1'b0;
		end 
		else if (funct3 == 3'b000 && funct7 == 7'b0000001) begin  
			alusrc = 1'b0;
			regwrite = 1'b1;
			regsel = 2'b10;
			op = 4'b0101;
			gpio_we = 1'b0;
		end 
		else if (funct3 == 3'b001 && funct7 == 7'b0000001) begin  
			alusrc = 1'b0;
			regwrite = 1'b1;
			regsel = 2'b10;
			op = 4'b0110;
			gpio_we = 1'b0;
		end 
		else if (funct3 == 3'b011 && funct7 == 7'b0000001) begin  
			alusrc = 1'b0;
			regwrite = 1'b1;
			regsel = 2'b10;
			op = 4'b0111;
			gpio_we = 1'b0;
		end 
		else if (funct3 == 3'b001 && funct7 == 7'b0000000) begin  
			alusrc = 1'b0;
			regwrite = 1'b1;
			regsel = 2'b10;
			op = 4'b1000;
			gpio_we = 1'b0;
		end 
		else if (funct3 == 3'b101 && funct7 == 7'b0100000) begin  
			alusrc = 1'b0;
			regwrite = 1'b1;
			regsel = 2'b10;
			op = 4'b1011;
			gpio_we = 1'b0;
		end 
	end
	else if(opcode == 7'b0010011) begin
		if (funct3 == 3'b000) begin  
			alusrc = 1'b1;
			regwrite = 1'b1;
			regsel = 2'b10;
			op = 4'b0011;
			gpio_we = 1'b0;
			end
		else if (funct3 == 3'b111) begin  
			alusrc = 1'b1;
			regwrite = 1'b1;
			regsel = 2'b10;
			op = 4'b0000;
			gpio_we = 1'b0;
		end else if (funct3 == 3'b110) begin  
			alusrc = 1'b1;
			regwrite = 1'b1;
			regsel = 2'b10;
			op = 4'b0001;
			gpio_we = 1'b0;
		end else if (funct3 == 3'b100) begin  
			alusrc = 1'b1;
			regwrite = 1'b1;
			regsel = 2'b10;
			op = 4'b0010;
			gpio_we = 1'b0;
		end else if (funct3 == 3'b001 && imm12[11:5] == 7'b0) begin  
			alusrc = 1'b1;
			regwrite = 1'b1;
			regsel = 2'b10;
			op = 4'b1000;
			gpio_we = 1'b0;
		end else if (funct3 == 3'b101 && imm12[11:5] == 7'b0100000) begin  
			alusrc = 1'b1;
			regwrite = 1'b1;
			regsel = 2'b10;
			op = 4'b1011;
			gpio_we = 1'b0;
		end else if (funct3 == 3'b101 && imm12[11:5] == 7'b0) begin  
			alusrc = 1'b1;
			regwrite = 1'b1;
			regsel = 2'b10;
			op = 4'b1001;
			gpio_we = 1'b0;
		end
	end
	else if (opcode == 7'b1110011) begin
		if (funct3 == 3'b001 && imm12 == 12'h0) begin  
			op = 4'bX;
			alusrc = 1'bX;
			regwrite = 1'b1;
			regsel = 2'b00;
			gpio_we = 1'b0;
		end  
		else if (funct3 == 3'b001 && imm12 == 12'h2) begin  
			op = 4'bX;
			alusrc = 1'bX;
			regsel = 2'bX;
			regwrite = 1'b0;
			gpio_we = 1'b1;
		end 
	end
		else if (opcode == 7'b0110111) begin  
			alusrc = 1'bX;
			regwrite = 1'b1;
			regsel = 2'b01;
			op = 4'bX;
			gpio_we = 1'b0;
		end
	else if(opcode == 7'b1100011) begin
		stall_FETCH = 1'b1;
		alusrc = 1'b0;
		regwrite = 1'b0;
		if (funct3 == 3'b000) begin  
			pcsrc = 2'b01;
			x_EX = 1'b1;
			branch = 3'b000;
			op = 4'b0100;
		end
		if (funct3 == 3'b101) begin  
			pcsrc = 2'b01;
			x_EX = 1'b1;
			branch = 3'b001;
			op = 4'b1100;
		end
		if (funct3 == 3'b111) begin  
			pcsrc = 2'b01;
			x_EX = 1'b1;
			branch = 3'b010;
			op = 4'b1101;
		end
		if (funct3 == 3'b100) begin  
			pcsrc = 2'b01;
			x_EX = 1'b0;
			branch = 3'b011;
			op = 4'b1100;
		end
		if (funct3 == 3'b110) begin  
			pcsrc = 2'b01;
			x_EX = 1'b0;
			branch = 3'b100;
			op = 4'b1101;
		end
	end
	else if (opcode == 7'b1101111) begin  
		pcsrc = 2'b10;
		stall_FETCH = 1'b1;
		regsel = 2'b11;
		regwrite = 1'b1;
	end
	else if (opcode == 7'b1100111 && funct3 == 3'b000) begin  
		pcsrc = 2'b11;
		stall_FETCH = 1'b1;
		regsel = 2'b11;
		regwrite = 1'b1;
	end
	if(stall_EX == 1'b1) begin
		regwrite = 1'b0;
	end
end
endmodule
[run.sh]
#!/bin/bash
# OpenROAD 26Q1-2900-gdf79404cd8, Yosys 0.63+post, stock flow scripts
make -C /OpenROAD-flow-scripts/flow DESIGN_CONFIG=/design/flow/config.mk WORK_HOME=/design/flow/orfs finish
==> impl_metrics.json <==
{
  "dp_hpwl_um": 2865,
  "warning_count": 68,
  "synthToLayoutAreaGrowth_pct": 85.53,
  "setup_violations": 0,
  "path_max_fanout": 3,
  "pin_count": 81,
  "syn_area_sq_um": 873.3,
  "slew_headroom_pct": 60.76,
  "grt_pass1_vias": 1148,
  "yosysTopAreaCell": "dlxtn_1",
  "ys_cells": 126,
  "placed_cell_area_sq_um": 1543,
  "first_iter_violations": 40,
  "hold_viol": 0,
  "unclocked_pins": 13,
  "fin_cells": 291,
  "fin_crit_sh_pct": 97.49,
  "numSynthFlops": 13,
  "fmaxAchievable_ghz": 0.5129,
  "final_cell_area_sq_um": 1620,
  "drc": 0,
  "flop_cell": "dlxtn_1",
  "synthCells": 126,
  "antenna_found_initial": 1,
  "hold_depth": 5,
  "top_area_share_pct": 22.35,
  "grt_use_total_pct": 5.432,
  "critPathKind": "input pin to output port",
  "portBuffers": 46,
  "rows": 32,
  "min_path_type": "input pin to output port",
  "holdBufCountCts": 0,
  "start_kind": "input pin",
  "grt_pass1_wl_um": 5409,
  "ant_nets": 0,
  "grt_overflow": 0,
  "synth-edff-count": 0,
  "leakage_nw": 0.6623,
  "dieArea_sq_um": 11880,
  "num_antenna_cells": 0,
  "gp_congestion": 0.8259,
  "placed_cells": 283,
  "rsz0062_at_grt": "no",
  "setup_ws_ns": 0.05019,
  "yosysChipArea_sq_um": 873.3,
  "fp_util_pct": 11.30,
  "worstPathArrival_ns": 1.55,
  "syn_area_per_cell_sq_um": 6.931,
  "die_w_um": 109,
  "min_period_ns": 1.950,
  "routed-via-count": 1115,
  "status": "finished clean",
  "synth.distinct_cells": 44,
  "wire_per_inst_um": 11.79,
  "crit_path_end_kind": "output port",
  "cap_violations": 0,
  "viasPerCell": 3.832,
  "synth_warnings": 1,
  "layout-drive-gt1-share_pct": 22.22,
  "firstDrtPassIters": 4,
  "core_sq_um": 7727,
  "tightest_slew_ns": 0.5871,
  "die_h_um": 109,
  "p_per_area_nw_per_um2": 130.3,
  "nFillCells": 864,
  "cp_data_required_time_ns": 1.60,
  "peakVddDrop_v": 0.00002896,
  "synthArstFlopShare_pct": 0,
  "place_ws_ns": -0.4005,
  "untimed_endpoints": 26,
  "area_leaders": "dlxtn_1, nor2_1, o21ai_0",
  "maxSlewViolCount": 0,
  "routed_wl_um": 3431,
  "grt_max_degree": 17
}
## metal layers
metal / vias to the layer above / global-route usage, % / part of all wire (%)
met5: - / 0 / 0.38
met4: 2 / 0 / 0
met3: 2 / 2.151 / 12
met2: 31 / 8.612 / 41
met1: 489 / 7.271 / 47
li1: 591 / - / -
## synth_stat cells (all sizes together), types with 2 or more instances
cell     n
a211o    2
a21oi    5
a31oi    2
a32o     2
buf      4
clkbuf   6
dlxtn   13
inv      7
nand2   11
nand2b   3
nand3    3
nand3b   3
nor2    14
nor3     8
nor3b    3
o21ai   10
o31ai    2
or2      2
or4      2
xor2     2
## flip-flops by register name, indices dropped and copies added, names as in the netlist
name / flops
regsel: 2
branch: 3
regwrite: 1
x_EX: 1
alusrc: 1
gpio_we: 1
op: 4
## kinds of logic (layout without fill, tap and decap cells)
family | count (synthesis) | count (layout) | synth area share (%)
latches | 13 | 13 | 22.35
buf+inv | 17 | 80 | 10.03
xor+xnor | 2 | 2 | 2.006
compound gates | 35 | 35 | 28.65
fa+ha+maj | 1 | 1 | 1.146
simple gates | 58 | 58 | 35.82
## report_power, final
part	switching, mW	internal [mW]	leakage [nW]	total [mW]
Combinational	0.0786	0.116	0.558	0.195
Clock	0	0	0	0
Sequential	0.00229	0.0142	0.104	0.0165
## path summary, 6_finish.rpt
| check | endpoint | start | slack (ns) |
|---|---|---|---|
| worst min-delay path | stall_FETCH | opcode[3] | 1.35 |
| worst max-delay path | stall_FETCH | opcode[4] | 0.05 |
## final cells by class
class / instances / area [sq um] / area share [%]
Timing Repair Buffer: 73 / 646.9 / 39.92
Multi-Input combinational cell: 96 / 624.3 / 38.53
Sequential cell: 13 / 195.2 / 12.05
Tap cell: 102 / 127.6 / 7.876
Inverter: 7 / 26.28 / 1.622
## worst max-delay path: stages
cell           delay [ns]
dlygate4sd2_1        0.24
nand3b_1             0.22
buf_4                0.18
or3_4                0.36
nand2_2              0.06
buf_2                0.09
## cell usage in the layout (no fill, tap or decap), types with 2 or more instances in the layout
cell type        count
o21ai_0              9
nor3_2               2
xor2_1               2
nor3_1               6
a32o_1               2
a211o_2              2
nor2_2               2
a31oi_1              2
dlygate4sd2_1       11
clkdlybuf4s50_1     33
buf_4               27
inv_1                7
a21oi_1              5
nand3_1              3
nor2_1              12
nor3b_1              3
nand2_1             10
dlxtn_1             13
nand2b_1             3
nand3b_1             3
or4_1                2
o31ai_1              2
## stage by stage
| stage | hold WS (ns) | utilization [%] | power, mW | TNS (ns) |
|---|---|---|---|---|
| 2_1_floorplan | 0.9634 | - | 0.09731 | 0 |
| 3_3_place_gp | 1.981 | 19.96 | 0.2078 | -1.108 |
| 3_5_place_dp | 1.970 | 19.96 | 0.2087 | -1.128 |
| 4_1_cts | 1.365 | 20.71 | 0.2096 | -0.1801 |
| 5_1_grt | 1.389 | 20.97 | 0.2325 | 0 |
| 6_report | 1.352 | 20.97 | 0.2111 | 0 |
## what timing repair did
item                                    in CTS  in global routing
gates cloned                                 0                  0
gates resized                               22                  2
pin swaps                                    7                  2
endpoints found under the setup margin       3                  2
setup buffers                                6                  2
Power figures rest on the tool's default switching activity, not on a simulated workload.
