**/design/flow/config.mk**
```make
export PLATFORM = sky130hd
export DESIGN_NAME = regfile
export DESIGN_NICKNAME = regfile
export VERILOG_FILES = /design/flow/design.v
export SDC_FILE = /design/flow/constraint.sdc
export NUM_CORES = 4
export LEC_CHECK = 1
export CORE_UTILIZATION = 50
```
**/design/flow/constraint.sdc**
```tcl
current_design regfile

set clk_period 7.0
set clk_io_pct 0.2

create_clock -name clk0 -period $clk_period [get_ports {clk}]

set non_clock_inputs [all_inputs -no_clocks]
set_input_delay [expr $clk_period * $clk_io_pct] -clock clk0 $non_clock_inputs
set_output_delay [expr $clk_period * $clk_io_pct] -clock clk0 [all_outputs]
```
**/design/flow/design.v**
```verilog
module regfile (
	input logic  [0:0 ] clk,		 
	input logic [0:0 ] we,		 
	input  logic[4:0 ] readaddr1,		 
	input  logic[4:0 ] readaddr2,		 
	input  logic[4:0 ] writeaddr,		 
	input  logic[31:0] writedata,		 
	output  logic [31:0] readdata1,	 
	output logic  [31:0] readdata2		 
);
logic [31:0] mem[31:0];
always_ff @(posedge clk) begin
	mem[0] = 32'b0;
	if (we) mem[writeaddr] <= writedata;
end
always_comb begin
	if (readaddr1 == 5'b0) readdata1 = 32'b0;
	else if (we && readaddr1 == writeaddr) readdata1 = writedata;
	else readdata1 = mem[readaddr1];
	if (readaddr2 == 5'b0) readdata2 = 32'b0;
	else if (we && readaddr2 == writeaddr) readdata2 = writedata;
	else readdata2 = mem[readaddr2];
end
endmodule
```
**/design/flow/run.sh**
```bash
#!/bin/bash
# OpenROAD 26Q1-2900-gdf79404cd8, Yosys 0.63+post, stock flow scripts
make -C /OpenROAD-flow-scripts/flow DESIGN_CONFIG=/design/flow/config.mk WORK_HOME=/design/flow/orfs finish
```
==> Slide: Implementation Results <==
Synthesis and Place & Route Summary

Outcome
  – Status: finished clean

Placed design
  – DP Cell Count: 4057
  – GP Congestion: 0.940
  – Port Buf Inserts: 112
  – Final HPWL DP: 94200 microns
  – Area post-placement: 51400 sq um

Detailed routing
  – Iter 0 DRT Violations: 2204
  – Avg Vias per Cell: 6.96
  – First-pass DRT Iterations: 6
  – Antenna Nets Post-Route: 0
  – Final WL: 163000 microns
  – Post-route DRC: 0
  – Routed WL per cell: 38.2 microns
  – Routed vias: 29646

Hold path
  – Hold Path Sink: mem[31][7]
  – Worst Hold Depth: 2
  – Worst hold path type: primary input to register
  – Hold_sp: writedata[7]

Floorplan
  – Initial core utilization: 0.506
  – Die H: 313 microns
  – Total die area: 97800 sq um
  – Cell Rows: 113
  – Core area: 95300 sq um
  – Io pins: 113
  – Die extent in x: 313 microns

Yosys
  – Mapped cell area: 48300 sq um
  – Ranking of synthesized cells by area: edfxtp_1 62%, mux4_2 17%, mux2i_1 4.4%
  – Leading area contributor after synthesis: edfxtp_1
  – Cell count after synthesis: 2747
  – Area leader share: 0.617
  – # Cells Yosys: 2747
  – YS chip area: 48300 sq um
  – Number of synthesized flops with an enable pin: 992
  – Commonest cells in the netlist: 992 x edfxtp_1, 373 x mux4_2, 211 x mux2i_1
  – Synth Warn #: 1
  – Unique cell types: 52
  – Async set or reset register ratio after synthesis: 0
  – Count leader, synth: edfxtp_1
  – Mean Syn Cell Area: 17.6 sq um
  – Prevailing post-synth register cell: edfxtp_1
  – Synth Seq Share: 0.630
  – Registers, synthesis: 1024

Critical path
  – Worst setup SP type: primary input
  – Crit path kind: primary input to primary output
  – CP Depth: 8
  – Slowest cell on the critical path: clkdlybuf4s50_1
  – Critical Path AT: 4630 ps
  – Worst Path Buf+Inv: 4
  – CP top delay family: buffers and inverters
  – Cell chain of the critical path: clkbuf_8, buf_4, buf_4, o22ai_1, nor3_1, a211oi_1, a21oi_1, clkdlybuf4s50_1
  – Max FO, Critical Path: 50
  – Crit path required time: 5600 ps
  – CP startpoint: readaddr2[2]
  – CP dominant cell by count: buf_4
  – Largest stage delay, worst path: 600 ps
  – Endpoint class of the critical path: primary output

Power and ir drop
  – Lkg Pwr: 0.0178 uW
  – Maximum vdd drop: 0.149 mV
  – PwrDens: 236 nW/um^2

CTS
  – H-tree depth: 3
  – CTS clock-pin slew for the worst setup and hold paths: 50 ps
  – CTS tree: yes
  – Cts bufs inserted: 110
  – Postcts setup bufs: 0
  – Maximum clock path buffer count: 3
  – Root Driver: clkbuf_16
  – CTS resizes: 0
  – Num Clock Sinks: 1024
  – CTS hold repair buffers: 0

Final layout
  – Area Growth Syn to Fin: 13.9%
  – FILL cells: 6955
  – Finished Core Util: 0.577
  – Largest regs: mem: 1024 flops
  – Largest reg by FF count: mem
  – Cell area after layout: 55000 sq um
  – Finished Layout Cells: 4262
  – Max FFs per register: 1024
  – Layout cells sized above 1: 0.282

STA
  – Endpoints failing setup: 0
  – Final min period: 6030 ps
  – Worst hold slack: 1720 ps
  – Worst Tran Pin Value: 938 ps
  – Final Cycle Share: 0.861
  – RSZ-0062 raised after global routing: no
  – Max Freq: 166 MHz
  – Fin. max-slew vios: 0
  – Total negative setup slack: 0 ps
  – Max_slew headroom: 0.373
  – Fin. Hold Viols: 0

Run
  – Max cap viols: 0
  – Log Warnings: 1248

GRT
  – Met1 Use GR: 0.456
  – Via count of the first global-routing pass: 32683
  – Total track usage: 0.377
  – Grt peak-use layer: met2
  – First-pass GRT wire length: 232000 microns
  – Met3 usage: 0.334
  – Largest net degree at the start of global routing: 80
  – GR Layer Usage met2: 0.510
  – Global route total overflow: 0
  – Antenna violations before repair: 4
## metrics by stage
stage	power [uW]	worst slack (ps)
6_report	13000	973
5_1_grt	14200	857
4_1_cts	13900	1120
3_5_place_dp	8260	1130
3_3_place_gp	8250	1110
2_1_floorplan	7670	2550
## worst max-delay path by stage
| stage | endpoint | slack, ps |
|---|---|---|
| 4_1_cts | readdata2[2] | 1120 |
| 5_1_grt | readdata2[2] | 860 |
| 6_report | readdata2[2] | 970 |
## layout by cell type, fill, tap and decap left out, types with 7 or more instances in the layout
| cell | n |
|---|---|
| buf_12 | 14 |
| a2111oi_0 | 13 |
| xnor2_1 | 9 |
| nor2_4 | 33 |
| nand2b_1 | 11 |
| nand3_1 | 29 |
| clkdlybuf4s50_1 | 103 |
| mux2i_1 | 211 |
| a32o_1 | 32 |
| o22ai_1 | 69 |
| a22oi_1 | 26 |
| a21oi_1 | 48 |
| mux4_2 | 373 |
| nand2_1 | 121 |
| nor4_1 | 18 |
| clkinv_1 | 20 |
| o221ai_1 | 31 |
| clkbuf_16 | 111 |
| and3_1 | 7 |
| bufinv_16 | 10 |
| clkbuf_1 | 28 |
| and2_1 | 34 |
| dfxtp_1 | 32 |
| nor3_1 | 18 |
| clkinv_2 | 23 |
| nand3b_1 | 8 |
| mux2_2 | 93 |
| clkbuf_8 | 11 |
| inv_1 | 8 |
| nor2_1 | 40 |
| nor2b_1 | 39 |
| a211oi_1 | 69 |
| edfxtp_1 | 992 |
| buf_4 | 148 |
| o21ai_0 | 38 |
| a22o_1 | 10 |
| a211o_1 | 9 |
| a221oi_1 | 27 |
| a221o_1 | 23 |
## power breakdown
part	internal, uW	switching, uW
logic	561	762
registers	6810	29.9
clock network	3350	1460
## layout make-up
type,count,area (sq um),area share
Sequential cell,1024,30400,0.554
Clock inverter,54,510,0.00929
Clock buffer,149,3020,0.0549
Tap cell,1265,1580,0.0288
Multi-Input combinational cell,1486,16900,0.307
Antenna cell,2,5.00,0.0000910
Inverter,11,41.3,0.000751
Timing Repair Buffer,271,2500,0.0455
## routing by layer
layer  wire length, microns  vias up
met5                    564        -
met4                   6820       25
met3                  34200      431
met2                  72500     2608
met1                  48500    14661
li1                       -    11921
## kinds of logic (layout without fill, tap and decap cells)
family | count (synthesis) | in the layout | share of synthesized area
multiplexers | 677 | 677 | 0.240
AND-OR/OR-AND | 410 | 410 | 0.0627
other | 0 | 2 | 0
XOR/XNOR | 10 | 10 | 0.00181
flip-flops | 1024 | 1024 | 0.630
AND/OR/NAND/NOR | 389 | 389 | 0.0401
buffers and inverters | 237 | 485 | 0.0254
No activity file was given, so power comes from the tool's default toggle rates.
